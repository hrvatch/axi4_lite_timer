<file path="./constraint.sdc">
current_design axi_timer_counter_top

set clk_period 7.2
set clk_io_pct 0.2

create_clock -name clk0 -period $clk_period [get_ports {clk}]

set non_clock_inputs [all_inputs -no_clocks]
set_input_delay [expr $clk_period * $clk_io_pct] -clock clk0 $non_clock_inputs
set_output_delay [expr $clk_period * $clk_io_pct] -clock clk0 [all_outputs]
</file>
<file path="./config.mk">
export PLATFORM = sky130hd
export DESIGN_NAME = axi_timer_counter_top
export DESIGN_NICKNAME = axi_timer_counter_top
export VERILOG_FILES = /design/flow/design.v
export SDC_FILE = /design/flow/constraint.sdc
export NUM_CORES = 4
export LEC_CHECK = 1
export CORE_UTILIZATION = 30
</file>
<file path="./design.v">
module axi_timer #(
  parameter AXI_ADDR_BW_p = 12     
) (
  input logic  clk,
  input logic  rst_n,
  input logic [AXI_ADDR_BW_p-1:0] i_axi_awaddr,
  input logic  i_axi_awvalid,
  input logic [31:0] i_axi_wdata,
  input logic i_axi_wvalid,
  input logic i_axi_bready,
  input logic [AXI_ADDR_BW_p-1:0] i_axi_araddr,
  input logic i_axi_arvalid,
  input logic i_axi_rready,
  output logic o_axi_awready,
  output logic o_axi_wready,
  output logic [1:0] o_axi_bresp,
  output logic o_axi_bvalid,
  output logic o_axi_arready,
  output logic [31:0] o_axi_rdata,
  output logic [1:0] o_axi_rresp,
  output logic o_axi_rvalid,
  output logic o_cnt0_en,
  output logic o_cnt0_reload,
  output logic o_cnt0_count_up,
  output logic [31:0] o_cnt0_load_value,
  output logic [31:0] o_cnt0_compare_value,
  input  logic [31:0] i_cnt0_value,
  output logic o_cnt1_en,
  output logic o_cnt1_reload,
  output logic o_cnt1_count_up,
  output logic o_cnt1_src,
  output logic [31:0] o_cnt1_load_value,
  output logic [31:0] o_cnt1_compare_value,
  input  logic [31:0] i_cnt1_value
);
  localparam logic [1:0] RESP_OKAY   = 2'b00;
  localparam logic [1:0] RESP_EXOKAY = 2'b01;
  localparam logic [1:0] RESP_SLVERR = 2'b10;
  localparam logic [1:0] RESP_DECERR = 2'b11;
  logic s_cnt0_en;
  logic s_cnt0_reload;
  logic s_cnt0_count_up;
  logic [31:0] s_cnt0_load_value;
  logic [31:0] s_cnt0_compare_value;
  logic s_cnt1_en;
  logic s_cnt1_reload;
  logic s_cnt1_count_up;
  logic s_cnt1_src;
  logic [31:0] s_cnt1_load_value;
  logic [31:0] s_cnt1_compare_value;
  assign o_cnt0_en = s_cnt0_en;
  assign o_cnt0_reload = s_cnt0_reload;
  assign o_cnt0_count_up = s_cnt0_count_up;
  assign o_cnt0_load_value = s_cnt0_load_value;
  assign o_cnt0_compare_value = s_cnt0_compare_value;
  assign o_cnt1_en = s_cnt1_en;
  assign o_cnt1_reload = s_cnt1_reload;
  assign o_cnt1_count_up = s_cnt1_count_up;
  assign o_cnt1_src = s_cnt1_src;
  assign o_cnt1_load_value = s_cnt1_load_value;
  assign o_cnt1_compare_value = s_cnt1_compare_value;
  logic [1:0]  c_axi_wresp;
  logic [3:0]  c_axi_wstrb;
  logic [31:0] c_axi_wdata;
  logic s_axi_wdata_buf_used;
  logic [31:0] s_axi_wdata_buf;
  logic [3:0]  s_axi_wstrb_buf;
  logic [1:0]  s_axi_bresp;
  logic [AXI_ADDR_BW_p-1:0] s_axi_awaddr_buf;
  logic [AXI_ADDR_BW_p-1:0] c_axi_awaddr;
  logic s_axi_awaddr_buf_used;
  logic s_axi_awvalid;
  logic s_axi_wvalid;
  logic s_axi_bvalid;
  logic s_axi_awready;
  logic s_axi_wready;
  logic s_awaddr_done;
  logic [AXI_ADDR_BW_p-1:0] s_axi_awaddr;
  assign o_axi_awready = !s_axi_awaddr_buf_used & s_axi_awvalid;
  assign o_axi_wready  = !s_axi_wdata_buf_used & s_axi_wvalid;
  logic write_response_stalled;
  logic valid_write_address;
  logic valid_write_data;
  assign write_response_stalled = o_axi_bvalid & ~i_axi_bready;
  assign valid_write_address = s_axi_awaddr_buf_used | (i_axi_awvalid & o_axi_awready);
  assign valid_write_data = s_axi_wdata_buf_used | (i_axi_wvalid & o_axi_wready);
  always_ff @(posedge clk) begin
    if (!rst_n) begin
      s_axi_awvalid <= 1'b0;
      s_axi_awaddr_buf_used <= 1'b0;
    end else begin
      s_axi_awvalid <= 1'b1;
      if (i_axi_awvalid && o_axi_awready && (write_response_stalled || !valid_write_data)) begin
        s_axi_awaddr_buf <= i_axi_awaddr;
        s_axi_awaddr_buf_used <= 1'b1;
      end else if (s_axi_awaddr_buf_used && valid_write_data && (!o_axi_bvalid || i_axi_bready)) begin
        s_axi_awaddr_buf_used <= 1'b0;
      end
    end
  end
  always_ff @(posedge clk) begin
    if (!rst_n) begin
      s_axi_wdata_buf_used <= 1'b0;
      s_axi_wvalid <= 1'b0;
    end else begin
      s_axi_wvalid <= 1'b1;
      if (i_axi_wvalid && o_axi_wready && (write_response_stalled || !valid_write_address)) begin
        s_axi_wdata_buf <= i_axi_wdata;
        s_axi_wdata_buf_used <= 1'b1;
      end else if (s_axi_wdata_buf_used && valid_write_address && (!o_axi_bvalid || i_axi_bready)) begin
        s_axi_wdata_buf_used <= 1'b0;
      end
    end
  end
  assign c_axi_awaddr = s_axi_awaddr_buf_used ? s_axi_awaddr_buf : i_axi_awaddr;
  assign c_axi_wdata  = s_axi_wdata_buf_used  ? s_axi_wdata_buf : i_axi_wdata;
  always_ff @(posedge clk) begin
    if (!rst_n) begin
      s_axi_bvalid <= 1'b0;
      s_cnt0_en <= 1'b0;
      s_cnt0_reload <= 1'b0;
      s_cnt0_count_up <= 1'b0;
      s_cnt0_load_value <= '0;
      s_cnt0_compare_value <= '0;
      s_cnt1_en <= 1'b0;
      s_cnt1_reload <= 1'b0;
      s_cnt1_count_up <= 1'b0;
      s_cnt1_src <= 1'b0;
      s_cnt1_load_value <= '0;
      s_cnt1_compare_value <= '0;
    end else begin
      if (valid_write_address && valid_write_data && (!o_axi_bvalid || i_axi_bready)) begin
        s_axi_bresp <= RESP_OKAY;
        s_axi_bvalid <= 1'b1;
        case (c_axi_awaddr[AXI_ADDR_BW_p-1:2])
          'd0 : begin
            s_cnt0_en <= c_axi_wdata[0];
            s_cnt0_reload <= c_axi_wdata[1];
            s_cnt0_count_up <= c_axi_wdata[2];
          end
          'd1 : begin
            s_cnt0_load_value <= c_axi_wdata;
          end
          'd2 : begin
            s_cnt0_compare_value <= c_axi_wdata;
          end
          'd4 : begin
            s_cnt1_en <= c_axi_wdata[0];
            s_cnt1_reload <= c_axi_wdata[1];
            s_cnt1_count_up <= c_axi_wdata[2];
            s_cnt1_src <= c_axi_wdata[3]; 
          end
          'd5 : begin
            s_cnt1_load_value <= c_axi_wdata;
          end
          'd6 : begin
            s_cnt1_compare_value <= c_axi_wdata;
          end
          default: begin
            s_axi_bresp <= RESP_SLVERR;
          end
        endcase
      end else if (o_axi_bvalid && i_axi_bready && !(valid_write_address && valid_write_data)) begin
        s_axi_bvalid <= 1'b0;
      end
    end
  end
  assign o_axi_bresp = s_axi_bresp;
  assign o_axi_bvalid = s_axi_bvalid;
  logic s_axi_rvalid;
  logic [31:0] s_axi_rdata;
  logic [1:0] s_axi_rresp;
  logic s_axi_arready;
  logic [AXI_ADDR_BW_p-1:0] s_araddr_buf;
  logic s_araddr_buf_used;
  logic [AXI_ADDR_BW_p-1:0] c_axi_araddr;
  always_ff @(posedge clk) begin
    if (!rst_n) begin
      s_araddr_buf_used <= 1'b0;
      s_axi_arready <= 1'b0;
    end else begin
      s_axi_arready <= 1'b1;
      if (i_axi_arvalid && o_axi_arready && o_axi_rvalid && !i_axi_rready) begin
        s_araddr_buf <= i_axi_araddr;
        s_araddr_buf_used <= 1'b1;
      end 
      else if (s_araddr_buf_used && (!o_axi_rvalid || i_axi_rready)) begin
        s_araddr_buf_used <= 1'b0;
      end
    end
  end
  assign c_axi_araddr = s_araddr_buf_used ? s_araddr_buf : i_axi_araddr;
  assign o_axi_arready = !s_araddr_buf_used & s_axi_arready;
  always_ff @(posedge clk) begin
    if (!rst_n) begin
      s_axi_rvalid <= 1'b0;
    end else begin
      if ((s_araddr_buf_used || (i_axi_arvalid && o_axi_arready)) && (!o_axi_rvalid || i_axi_rready)) begin
        s_axi_rresp <= RESP_OKAY;
        s_axi_rvalid <= 1'b1;
        s_axi_rdata <= '0;
        case (c_axi_araddr[AXI_ADDR_BW_p-1:2])
          'd0 : begin
            s_axi_rdata[0] <= s_cnt0_en;
            s_axi_rdata[1] <= s_cnt0_reload;
            s_axi_rdata[2] <= s_cnt0_count_up;
          end
          'd1 : begin
            s_axi_rdata <= s_cnt0_load_value;
          end
          'd2 : begin
            s_axi_rdata <= s_cnt0_compare_value;
          end
          'd3 : begin
            s_axi_rdata <= i_cnt0_value;
          end
          'd4 : begin
            s_axi_rdata[0] <= s_cnt1_en;
            s_axi_rdata[1] <= s_cnt1_reload; 
            s_axi_rdata[2] <= s_cnt1_count_up;
            s_axi_rdata[3] <= s_cnt1_src; 
          end
          'd5 : begin
            s_axi_rdata <= s_cnt1_load_value;
          end
          'd6 : begin
            s_axi_rdata <= s_cnt1_compare_value;
          end
          'd7 : begin
            s_axi_rdata <= i_cnt1_value;
          end
          default: begin
            s_axi_rdata <= 32'hdeaddead;
            s_axi_rresp <= RESP_SLVERR;
          end
        endcase
      end else if (o_axi_rvalid && i_axi_rready && !s_araddr_buf_used && !(i_axi_arvalid && o_axi_arready)) begin
        s_axi_rvalid <= 1'b0;
      end
    end
  end
  assign o_axi_rdata = s_axi_rdata;
  assign o_axi_rresp = s_axi_rresp;
  assign o_axi_rvalid = s_axi_rvalid;
endmodule : axi_timer
module axi_timer_counter_top #(
  parameter AXI_ADDR_BW_p = 12     
) (
  input logic  clk,
  input logic  rst_n,
  input logic [AXI_ADDR_BW_p-1:0] i_axi_awaddr,
  input logic  i_axi_awvalid,
  input logic [31:0] i_axi_wdata,
  input logic i_axi_wvalid,
  input logic i_axi_bready,
  input logic [AXI_ADDR_BW_p-1:0] i_axi_araddr,
  input logic i_axi_arvalid,
  input logic i_axi_rready,
  output logic o_axi_awready,
  output logic o_axi_wready,
  output logic [1:0] o_axi_bresp,
  output logic o_axi_bvalid,
  output logic o_axi_arready,
  output logic [31:0] o_axi_rdata,
  output logic [1:0] o_axi_rresp,
  output logic o_axi_rvalid,
  output logic o_cnt0_done,
  output logic o_cnt1_done
);
  logic s_cnt0_en;
  logic s_cnt0_reload;
  logic s_cnt0_count_up;
  logic [31:0] s_cnt0_load_value;
  logic [31:0] s_cnt0_compare_value;
  logic [31:0] s_cnt0_value;
  logic s_cnt1_en;
  logic s_cnt1_reload;
  logic s_cnt1_count_up;
  logic s_cnt1_src;
  logic [31:0] s_cnt1_load_value;
  logic [31:0] s_cnt1_compare_value;
  logic [31:0] s_cnt1_value;
  axi_timer #(
    .AXI_ADDR_BW_p ( AXI_ADDR_BW_p )
  ) axi_timer_inst (
    .clk                  ( clk                   ),
    .rst_n                ( rst_n                 ),
    .i_axi_awaddr         ( i_axi_awaddr          ),
    .i_axi_awvalid        ( i_axi_awvalid         ),
    .i_axi_wdata          ( i_axi_wdata           ),
    .i_axi_wvalid         ( i_axi_wvalid          ),
    .i_axi_bready         ( i_axi_bready          ),
    .i_axi_araddr         ( i_axi_araddr          ),
    .i_axi_arvalid        ( i_axi_arvalid         ),
    .i_axi_rready         ( i_axi_rready          ),
    .o_axi_awready        ( o_axi_awready         ),
    .o_axi_wready         ( o_axi_wready          ),
    .o_axi_bresp          ( o_axi_bresp           ),
    .o_axi_bvalid         ( o_axi_bvalid          ),
    .o_axi_arready        ( o_axi_arready         ),
    .o_axi_rdata          ( o_axi_rdata           ),
    .o_axi_rresp          ( o_axi_rresp           ),
    .o_axi_rvalid         ( o_axi_rvalid          ),
    .o_cnt0_en            ( s_cnt0_en             ),
    .o_cnt0_reload        ( s_cnt0_reload         ),
    .o_cnt0_count_up      ( s_cnt0_count_up       ),
    .o_cnt0_load_value    ( s_cnt0_load_value     ),
    .o_cnt0_compare_value ( s_cnt0_compare_value  ),
    .i_cnt0_value         ( s_cnt0_value          ),
    .o_cnt1_en            ( s_cnt1_en             ),
    .o_cnt1_reload        ( s_cnt1_reload         ),
    .o_cnt1_count_up      ( s_cnt1_count_up       ),
    .o_cnt1_src           ( s_cnt1_src            ),
    .o_cnt1_load_value    ( s_cnt1_load_value     ),
    .o_cnt1_compare_value ( s_cnt1_compare_value  ),
    .i_cnt1_value         ( s_cnt1_value          )
  );
  timer_counter timer_counter_inst (
    .clk                  ( clk                   ),
    .rst_n                ( rst_n                 ),
    .i_cnt0_en            ( s_cnt0_en             ),
    .i_cnt0_reload        ( s_cnt0_reload         ),
    .i_cnt0_count_up      ( s_cnt0_count_up       ),
    .i_cnt0_load_value    ( s_cnt0_load_value     ),
    .i_cnt0_compare_value ( s_cnt0_compare_value  ),
    .o_cnt0_value         ( s_cnt0_value          ),
    .i_cnt1_en            ( s_cnt1_en             ),
    .i_cnt1_reload        ( s_cnt1_reload         ),
    .i_cnt1_count_up      ( s_cnt1_count_up       ),
    .i_cnt1_src           ( s_cnt1_src            ),
    .i_cnt1_load_value    ( s_cnt1_load_value     ),
    .i_cnt1_compare_value ( s_cnt1_compare_value  ),
    .o_cnt1_value         ( s_cnt1_value          ),
    .o_cnt0_done          ( o_cnt0_done           ),
    .o_cnt1_done          ( o_cnt1_done           )
  );
endmodule : axi_timer_counter_top
module timer_counter (
  input logic clk,
  input logic rst_n,
  input logic i_cnt0_en,
  input logic i_cnt0_reload,
  input logic i_cnt0_count_up,
  input logic [31:0] i_cnt0_load_value,
  input logic [31:0] i_cnt0_compare_value,
  input logic i_cnt1_en,
  input logic i_cnt1_reload,
  input logic i_cnt1_count_up,
  input logic i_cnt1_src,
  input logic [31:0] i_cnt1_load_value,
  input logic [31:0] i_cnt1_compare_value,
  output logic [31:0] o_cnt0_value,
  output logic [31:0] o_cnt1_value,
  output logic o_cnt0_done,
  output logic o_cnt1_done
);
  logic [31:0] s_cnt0_value;
  logic s_cnt0_done;
  logic [31:0] s_cnt1_value;
  logic s_cnt1_done;
  assign o_cnt0_done = s_cnt0_done & i_cnt0_en;
  assign o_cnt1_done = s_cnt1_done & i_cnt1_en; 
  assign o_cnt0_value = s_cnt0_value;
  assign o_cnt1_value = s_cnt1_value;
  always_ff @(posedge clk) begin
    if (!rst_n) begin
      s_cnt0_done <= 1'b0;
      s_cnt0_value <= '0;
    end else begin
      s_cnt0_done <= 1'b0;
      if (i_cnt0_en) begin
        if (i_cnt0_count_up) begin
          s_cnt0_value <= s_cnt0_value + 1;
        end else begin
          s_cnt0_value <= s_cnt0_value - 1;
        end
        if (s_cnt0_value == i_cnt0_compare_value) begin
          s_cnt0_done <= 1'b1;
          if (i_cnt0_reload) begin
            s_cnt0_value <= i_cnt0_load_value;
          end
        end
      end else begin
        s_cnt0_value <= i_cnt0_load_value;
      end
    end
  end
  always_ff @(posedge clk) begin
    if (!rst_n) begin
      s_cnt1_done <= 1'b0;
      s_cnt1_value <= '0;
    end else begin
      s_cnt1_done <= 1'b0;
      if (i_cnt1_en) begin
        if (!i_cnt1_src || (i_cnt1_src && s_cnt0_done)) begin
          if (i_cnt1_count_up) begin
            s_cnt1_value <= s_cnt1_value + 1;
          end else begin
            s_cnt1_value <= s_cnt1_value - 1;
          end
        end
        if (s_cnt1_value == i_cnt1_compare_value) begin
          s_cnt1_done <= 1'b1;
          if (i_cnt1_reload) begin
            s_cnt1_value <= i_cnt1_load_value;
          end
        end
      end else begin
        s_cnt1_value <= i_cnt1_load_value;
      end
    end
  end
endmodule : timer_counter
</file>
<file path="./run.sh">
#!/bin/bash
# OpenROAD 26Q1-2900-gdf79404cd8, Yosys 0.63+post, stock flow scripts
make -C /OpenROAD-flow-scripts/flow DESIGN_CONFIG=/design/flow/config.mk WORK_HOME=/design/flow/orfs finish
</file>
==> impl_metrics.tcl <==
# place-and-route summary
set metrics [dict create \
    critPathRequiredTime_ps 7660 \
    r2r_slack_ps 2990 \
    area_growth_pct 17.9 \
    tool_warnings 29 \
    drc 0 \
    synthArstFlopShare_pct 0 \
    gr-total-overflow 0 \
    track_usage_pct 19.3 \
    wl_per_cell_um 20.5 \
    first_pass_iters 6 \
    power_mw 3.51 \
    p_int_mw 2.72 \
    initial_core_util_pct 30.5 \
    ctsResizeCount 0 \
    rsz0062_at_grt "no" \
    final_max_slew_viol_count 0 \
    drv_cap 0 \
    critPathKind "reg2reg" \
    die_y_um 228 \
    grt_pass1_wl_um 75800 \
    route.vias.total 13000 \
    htreeDepth 1 \
    slew_headroom_pct 36.1 \
    edf_count 86 \
    power_density_nw_per_um2 194 \
    cts_tree "done" \
    grt_pass1_vias 12600 \
    finalWirelength_um 48800 \
    setup_ws_ps 2990 \
    grt_max_degree 68 \
    cp-start-kind "flip-flop" \
    num_antenna_cells 0 \
    crit_path_cell_trace "inv_1 -> ha_1 -> nor2b_1 -> o31a_1 -> o31ai_1 -> o211ai_1 -> a211oi_1 -> o31ai_1 -> o21ai_0 -> mux2i_1 -> o211ai_1" \
    final.setup_skew_ps 15.6 \
    vdd_drop_max_mv 0.190 \
    switching_share_pct 22.4 \
    crit_path_max_fanout 16 \
    dp_hpwl_um 33400 \
    syn-cell-area_um2 15400 \
    flop_cell "dfxtp_1" \
    post_cts_buffers 0 \
    hold_path_class "reg2reg" \
    drt_iter0_drc 1052 \
    crit_path_end_kind "flip-flop" \
    cts.clk_slew.worst_paths_ps 70 \
    die_area_um2 52100 \
    regArea_um2 6730 \
    p_comb_share_pct 3.9 \
    clock.fmax_mhz 237 \
    min_period_over_period_pct 58.5 \
    syn_area_per_cell_um2 9.44 \
    worst_pin_slew_ps 957 \
    viasPerCell 5.48 \
    hold_viol 0 \
    numCtsBuffers 31 \
    row_count 82 \
    clock_latency_ps 590 \
    clock_sinks 293 \
    holdWs_ps 487 \
    io_pins 106 \
    cp_slowest_cell "a211oi_1" \
    dp_slack_ps 2700 \
    port-buffer-count 99 \
    outcome "finished clean" \
    synth-warning-count 2 \
    stdcell_area_um2 18100 \
    setup_viol 0 \
    synth_cell_types 78 \
    fillers 4916 \
    cp.arrival_ps 4670 \
    synthCells 1627 \
    p_seq_share_pct 48.8 \
    post-route-min-period_ps 4210 \
    combGateArea_um2 8240 \
    cp_slowest_stage_delay_ps 540 \
    ys_chip_area_um2 15400 \
    p_leak_nw 6.74 \
    placed_area_um2 17100 \
    cts-root-buf "clkbuf_16" \
    die_w_um 228 \
    power_switching_mw 0.786 \
    cts_buffer_depth 3 \
    place.gp.congestion 0.976 \
    ys_seq_share_pct 43.8 \
    p_clk_share_pct 47.3 \
    hold_buffers 0 \
    design.core.area_um2 50400 \
    drtAntennaViolNets 0 \
    layout-drive-gt1-share_pct 6.85 \
    ys.flops 293 \
    antenna_found_initial 1 \
    fin_setup_tns_ps 0 \
    ys_cells 1627 \
]
-- area by class of cell --
class                      count  share of cell area, %
sequential                   293                   37.1
tap                          672                   4.64
clock buffer                  37                   4.52
multi-input combinational   1211                   45.5
timing repair buffer         125                   6.55
clock inverter                21                   1.24
inverter                      21                  0.449
-- cell usage after synthesis, drive strengths merged (6+ instances only) --
library cell  count  area [um2]
a21o             38         285
ha               60         751
a22oi            50         375
a211oi          143        1080
mux2i            58         581
inv              21        78.8
a221oi            6        52.6
and3             10        62.6
xor2             79         692
o21a             15         113
a21oi            87         439
nand2b           14        87.6
o21bai            9        67.6
nor2b            12        75.1
o21ai            56         295
a222oi           21         210
clkbuf           81         304
nand2            77         289
xnor2            30         263
o211ai            9        67.6
or3               6        37.5
o31a              7        61.3
dfxtp           207        4140
nand4            14        87.6
nor3             21         105
nor4             20         125
nand3            46         230
edfxtp           86        2580
buf              22         108
nor2            223         847
a31oi            23         180
-- per-layer routing --
metal | vias to the layer above | wire, um | GRT usage [%]
met4 | 0 | 1990 | 6.61
met1 | 6227 | 21300 | 27.6
met2 | 449 | 22600 | 30.2
li1 | 6256 | - | -
met5 | - | 0 | 0
met3 | 100 | 2920 | 3.15
-- final timing paths --
kind                                         from                                  end  cells past startpoint
max reg2reg        axi_timer_inst.s_cnt0_count_up  timer_counter_inst.s_cnt0_value[30]                     11
max                axi_timer_inst.s_cnt0_count_up  timer_counter_inst.s_cnt0_value[30]                     11
min reg2reg  axi_timer_inst.s_cnt0_load_value[21]  timer_counter_inst.s_cnt0_value[21]                      2
min          axi_timer_inst.s_cnt0_load_value[21]  timer_counter_inst.s_cnt0_value[21]                      2
-- cells by family (layout without fill, tap and decap cells) --
logic type               count (synthesis)  count (layout)  share of synthesized area [%]
AND-OR/OR-AND                          512             512                           23.9
XOR/XNOR                               109             109                           6.21
adder cells (fa/ha/maj)                 62              62                           5.15
buffers and inverters                  124             204                           3.19
flip-flops                             293             293                           43.8
multiplexers                            61              61                           4.00
other                                    1               2                         0.0244
AND/OR/NAND/NOR                        465             465                           13.7
-- through the flow --
step / util, % / cells
6_report: 36.0 / 2380
5_1_grt: 36.0 / 2380
4_1_cts: 36.0 / 2380
3_5_place_dp: 33.9 / 2322
3_3_place_gp: 33.9 / 2322
2_1_floorplan: - / 1628
-- power by group through the flow --
stage | Sequential, mW | Combinational, mW | Clock (mW)
after CTS | 1.71 | 0.140 | 1.69
final | 1.71 | 0.138 | 1.66
after global routing | 1.71 | 0.150 | 1.75
-- placed cells by master, fill, tap and decap left out, drive strengths merged, types with 5 or more instances in the layout --
cell type	n
a222oi	21
a21o	38
nor3	21
or2	5
nand2b	14
clkdlybuf4s50	99
buf	26
o21bai	9
o221ai	5
inv	24
o211ai	9
a211oi	143
nor2	223
ha	60
nor2b	12
o31a	7
o21a	15
a22oi	50
or3	6
nand2	77
and3	10
xnor2	30
nand4	14
xor2	79
o21ai	56
dfxtp	207
mux2i	58
nor3b	5
a31oi	23
a311oi	5
clkbuf	37
edfxtp	86
nor4	20
nand3	46
clkinv	12
a221oi	6
a21oi	87
-- critical path: cells and delay by family, from the launching register on --
kind	cells	cell delay, ps
compound gates	7	2290
fa+ha+maj	1	460
buf+inv	1	410
flops	1	500
mux	1	260
simple gates	1	150
-- flip-flops by register name (all words and copies together) (netlist names), 10 cells and up --
register / flops
axi_timer_inst.s_cnt1_load_value: 32
timer_counter_inst.s_cnt1_value: 32
axi_timer_inst.s_axi_wdata_buf: 32
axi_timer_inst.s_cnt0_load_value: 32
timer_counter_inst.s_cnt0_value: 32
axi_timer_inst.s_axi_rdata: 32
axi_timer_inst.s_araddr_buf: 10
axi_timer_inst.s_cnt1_compare_value: 32
axi_timer_inst.s_axi_awaddr_buf: 10
axi_timer_inst.s_cnt0_compare_value: 32
Power figures rest on the tool's default switching activity, not on a simulated workload.
